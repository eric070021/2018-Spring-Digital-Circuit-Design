### design.v
module borrow_lookahead_generator(output [4:1] B, input [3:0] P, G, input Bin);
    assign B[1] = G[0]||(!P[0]&&Bin),
           B[2] = G[1]||(!P[1]&&(G[0]||(!P[0]&&Bin))),
           B[3] = G[2]||(!P[2]&&(G[1]||(!P[1]&&(G[0]||(!P[0]&&Bin))))),
           B[4] = G[3]||(!P[3]&&(G[2]||(!P[2]&&(G[1]||(!P[1]&&(G[0]||(!P[0]&&Bin)))))));
endmodule
module Lab2_borrow_lookahead_sub(
    output [3:0] Diff,
    output Bout,
    input  [3:0] X, Y,
    input Bin);
    wire [3:0] P, G;
    wire [4:1] B;
    xor (P[0], X[0], Y[0]), (P[1], X[1], Y[1]), (P[2], X[2], Y[2]), (P[3], X[3], Y[3]);
    assign G[0] = !X[0] && Y[0], G[1] = !X[1] && Y[1], G[2] = !X[2] && Y[2], G[3] = !X[3] && Y[3];
    borrow_lookahead_generator Gen(B, P, G, Bin);
    assign Bout = B[4];
    xor (Diff[0], Bin, P[0]), (Diff[1], B[1], P[1]), (Diff[2], B[2], P[2]), (Diff[3], B[3], P[3]);
endmodule
### constraint.sdc
current_design Lab2_borrow_lookahead_sub

set clk_period 5.1
set clk_io_pct 0.2

create_clock -name clk0 -period $clk_period

set non_clock_inputs [all_inputs -no_clocks]
set_input_delay [expr $clk_period * $clk_io_pct] -clock clk0 $non_clock_inputs
set_output_delay [expr $clk_period * $clk_io_pct] -clock clk0 [all_outputs]
### config.mk
export PLATFORM = sky130hd
export DESIGN_NAME = Lab2_borrow_lookahead_sub
export DESIGN_NICKNAME = Lab2_borrow_lookahead_sub
export VERILOG_FILES = /design/flow/design.v
export SDC_FILE = /design/flow/constraint.sdc
export NUM_CORES = 4
export LEC_CHECK = 1
export CORE_AREA = 10 10 70 70
export DIE_AREA = 0 0 80 80
### run.sh
#!/bin/bash
# OpenROAD 26Q1-2900-gdf79404cd8, Yosys 0.63+post, stock flow scripts
make -C /OpenROAD-flow-scripts/flow DESIGN_CONFIG=/design/flow/config.mk WORK_HOME=/design/flow/orfs finish
==> flow_summary.toml <==
# generated from flow reports
[setup_path]
path_class = "in2out"
critical_path.most_common_cell = "sky130_fd_sc_hd__fa_1"
crit_path_start_kind = "input port"
capturing_element_type_of_the_critical_path = "output port"
crit_path_top_delay_cell = "sky130_fd_sc_hd__clkdlybuf4s50_1"
worst-endpoint-required_ps = 4080
timing.critical_path.arrival_ps = 3390
crit_path_cell_trace = "clkdlybuf4s50_1 -> fa_1 -> inv_1 -> fa_1 -> fa_1 -> inv_1 -> fa_1 -> clkdlybuf4s50_1"
worstPathMaxFanout = 1
critical-path-max-stage-delay_ps = 490

[global_routing]
grt_max_degree = 2
global_route_wire_length_before_repair_um = 676
via_count_of_the_first_global_routing_pass = 152
antenna_found_initial = 0
global_route.overflow_total = 0
grt_usage = 0.0132

[final_timing]
period_needed_ps = 4410
final.setup.tns_ps = 0
final_max_slew_viol_count = 0
setup_ws_ps = 694
grt_setup_unrepaired = "no"
hold_violations = 0
max_clock_freq_mhz = 227
min_period_over_period = 0.864
max_slew.worst_pin.slew_ps = 101
finalHoldWorstSlack_ps = 3090
timing.final.setup_violations = 0
slew_headroom = 0.932

[power_and_ir_drop]
total_leakage_power_nw = 0.137
irDropWorstVdd_mv = 0.0240
power.density_nw_per_um2 = 88.5

[die]
row_count = 21
io-pin-count = 14
chip_area_um2 = 6400
core_util_floorplan = 0.0344
die_height_um = 80
coreArea_um2 = 3420
die_width_um = 80

[worst_hold_path]
whs_path_depth = 5
hold_end = "Bout"
timing.hold.worst.start = "Y[3]"
hold_path_class = "in2out"

[yosys]
yosysWarnings = 0
fraction_of_the_yosys_area_taken_by_sequential_cells = 0
post_synthesis_cell_count = 14
synth.lib_cells_used.distinct = 2
yosysChipArea_um2 = 118
synth_area_leader_cell = "sky130_fd_sc_hd__fa_1"
yosysMostFrequentCell = "sky130_fd_sc_hd__inv_1"
avgSynthCellArea_um2 = 8.40
synth.top_cells.by_count = "sky130_fd_sc_hd__inv_1 (10), sky130_fd_sc_hd__fa_1 (4)"
syn-cell-area_um2 = 118
netlist_top_cells_area = "sky130_fd_sc_hd__fa_1 (68%), sky130_fd_sc_hd__inv_1 (32%)"
yosys.area.top_type_share = 0.681
total_cells_reported_by_yosys_after_synthesis = 14

[cells_and_area]
flow.area_growth_from_synthesis_pct = 168
sequential_cell_area_um2 = 0
final_core_occ = 0.0923
layout.clock_buffers = 0
flops = 0
post_route_cells_drive_above_1_share = 0
number_of_inserted_filler_cells_in_the_final_layout = 404
finalNonFillerCells = 74

[placed_design]
dpl.hpwl_um = 410
numPlacedInstances = 74
io_buffers = 14
globalplace.congestion = 0.827
detailedPlace.worstSlack_ps = 661

[clock_tree]
postCtsSetupRepairBufs = 0
post_cts_hold_buffer_count = 0
postCtsResizedCells = 0

[drt]
met2RoutedLength_um = 92
drcViolationCount = 0
post_drt_wl_per_cell_um = 5.47
detail_route.iter0.violations = 0
vias = 128
detail_route.first_pass.iterations = 1
route.met3.wl_um = 101
wl_um = 405
drt-vias-per-instance = 1.73
route.antenna.remaining_nets = 0
insertedDiodeCount = 0
drt-met1-wl_um = 211
route.top_layer_used = "met3"

[run]
stage_log_warnings = 32
max_cap_violations = 0

[status]
status = "complete, no violations"
## placed cells by master (no fill, tap or decap), drive strengths merged
cell | netlist | final
clkdlybuf4s50 | 0 | 14
fa | 4 | 4
inv | 10 | 10
## logic make-up after synthesis
logic type	share of synthesized area
buffers and inverters	0.319
adders and majority gates	0.681
## cell type report
class,count,area (µm²),area share
repair buffers,14,140,0.444
well taps,46,57.6,0.183
inverters,10,37.5,0.119
multi-input cells,4,80.1,0.254
## critical path, delay by kind of cell
kind,cells,cell delay (ps)
fa+ha+maj,4,1340
buf+inv,4,1040
## worst max-delay path by stage
stage         startpoint  endpoint
CTS                 X[0]   Diff[3]
finish              X[0]   Diff[3]
global route        X[0]   Diff[3]
## stage by stage
step	cell area [µm²]	power, mW
after floorplan	118	0.00521
after CTS	315	0.0291
after global placement	315	0.0286
final	315	0.0279
after detailed placement	315	0.0290
after global routing	315	0.0325
## where the power goes
group	total, mW	switching, mW	internal (mW)	leakage, nW
combinational	0.0279	0.00776	0.0201	0.137
sequential	0	0	0	0
clock	0	0	0	0
## routing by layer
layer	global-route usage	up-vias
met2	0.0161	14
met3	0.00909	0
met1	0.0193	54
met4	0	0
met5	0	-
li1	-	60
Power and IR drop assume default switching activity.
