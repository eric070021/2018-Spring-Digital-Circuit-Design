==> flow/design.v <==
module Lab2_BCD_7segment_decoder__behavior (output reg [6:0] A,  input [3:0] D);
	always @ (D) begin 
	case (D) 
	4'b0000 : A = 7'b0111111; 
	4'b0001 : A = 7'b0000110; 
	4'b0010 : A = 7'b1011011; 
	4'b0011 : A = 7'b1001111; 
	4'b0100 : A = 7'b1100110; 
	4'b0101 : A = 7'b1101101; 
	4'b0110 : A = 7'b1111101; 
	4'b0111 : A = 7'b0000111;
	4'b1000 : A = 7'b1111111; 
	4'b1001 : A = 7'b1101111; 
	4'b1010 : A = 7'b0000000; 
	4'b1011 : A = 7'b0000000; 
	4'b1100 : A = 7'b0000000; 
	4'b1101 : A = 7'b0000000; 
	4'b1110 : A = 7'b0000000; 
	4'b1111 : A = 7'b0000000; 
	endcase 
	end 
endmodule 
==> flow/run.sh <==
#!/bin/bash
# OpenROAD 26Q1-2900-gdf79404cd8, Yosys 0.63+post, stock flow scripts
make -C /OpenROAD-flow-scripts/flow DESIGN_CONFIG=/design/flow/config.mk WORK_HOME=/design/flow/orfs finish
==> flow/config.mk <==
export PLATFORM = sky130hd
export DESIGN_NAME = Lab2_BCD_7segment_decoder__behavior
export DESIGN_NICKNAME = Lab2_BCD_7segment_decoder__behavior
export VERILOG_FILES = /design/flow/design.v
export SDC_FILE = /design/flow/constraint.sdc
export NUM_CORES = 4
export LEC_CHECK = 1
export CORE_AREA = 10 10 70 70
export DIE_AREA = 0 0 80 80
==> flow/constraint.sdc <==
current_design Lab2_BCD_7segment_decoder__behavior

set clk_period 1.0
set clk_io_pct 0.2

create_clock -name clk0 -period $clk_period

set non_clock_inputs [all_inputs -no_clocks]
set_input_delay [expr $clk_period * $clk_io_pct] -clock clk0 $non_clock_inputs
set_output_delay [expr $clk_period * $clk_io_pct] -clock clk0 [all_outputs]
==> flow_metrics.py <==
# Physical implementation metrics
metrics = {
    "detailed_routing": {
        "drc": 0,
        "vias": 253,
        "via_per_inst": 2.75,
        "wl_per_cell_um": 8.82,
        "first_pass_iters": 2,
        "drt_wl_total_um": 811,
        "drt_iter0_markers": 3,
        "antenna_cells": 0,
        "ant_nets": 0,
    },
    "finish": {
        "layout.cells.non_filler": 92,
        "flops": 0,
        "clkbuf_count": 0,
        "final_area_um2": 527,
        "drive_above_1_share_pct": 82.6,
        "seqCellArea_um2": 0,
        "areaGrowthSynthToFinish_pct": 161,
        "final_core_util_pct": 15.4,
    },
    "power": {
        "p_leak_nw": 0.223,
        "power_mw": 0.198,
        "vdd.ir_drop.worst_mv": 0.130,
        "power-per-cell-area_nw_per_um2": 376,
    },
    "timing": {
        "slew_headroom_pct": 85.9,
        "final_max_slew_viol_count": 0,
        "grt_setup_unrepaired": "yes",
        "min_period_ns": 1.17,
        "final_hold_viol_count": 0,
        "max_freq_ghz": 0.853,
        "finalSetupViolCount": 7,
        "timing.final.crit_share_pct": 117,
        "fin_ws_ns": -0.172,
        "tightest_slew_ns": 0.209,
        "fin_hold_ws_ns": 0.815,
    },
    "worst_setup_path": {
        "path_class": "input port to output pin",
        "path_cells": "buf_8, buf_6, buf_8, ha_4, a21oi_2, a21o_1, buf_2",
        "crit_start": "D[1]",
        "crit_path_top_delay_cell": "ha_4",
        "critPathCaptureType": "output pin",
        "slowest_delay_ns": 0.15,
        "critPathBufInv": 4,
        "critical-path-top-delay-family": "buffers and inverters",
        "cp_max_fo": 4,
        "start_kind": "input port",
        "crit_top_cell": "buf_8",
        "cp.required_ns": 0.80,
        "cp.arrival_ns": 0.97,
    },
    "floorplanning": {
        "rows": 21,
        "die_width_um": 80,
        "fp_util_pct": 5.90,
        "core_region_area_um2": 3420,
        "io_pins": 11,
        "die_area_um2": 6400,
        "die_height_um": 80,
    },
    "grt": {
        "gr-total-overflow": 0,
        "grt_max_degree": 6,
        "antenna_found_initial": 0,
        "grt_pass1_vias": 254,
        "gr-usage-all-layers_pct": 2.40,
        "grt_pass1_wl_um": 1290,
    },
    "yosys": {
        "synth_warnings": 1,
        "ys_sh_aoi_pct": 38.5,
        "synth-simple-area-share_pct": 10.6,
        "syn_avg_cell_area_um2": 7.75,
        "adder_share_pct": 37.3,
        "synthMuxAreaShare_pct": 0,
        "ys_chip_area_um2": 201,
        "syn_inst": 26,
        "synth.logic.top_family": "AND-OR/OR-AND gates",
        "yosys.stat.seqShare_pct": 0,
        "yosys_cells": 26,
        "synth-xor-area-share_pct": 4.35,
        "synth_cell_types": 14,
        "syn_area_um2": 201,
    },
    "placed_design": {
        "io_buffer_count": 11,
        "dp.final_hpwl_um": 607,
        "place.gp.congestion": 0.725,
        "place_inst": 88,
        "place_area_um2": 407,
    },
    "flow_run": {
        "tool_warnings": 39,
        "cap_violations": 0,
    },
    "outcome": {
        "failed_checks": "negative setup slack",
        "status": "finished, violations left",
    },
    "hold_path": {
        "hp-start": "D[3]",
        "hold_path.class": "input port to output pin",
    },
    "clock_network": {
        "postCtsHoldBufs": 0,
    },
}
==> final timing paths <==
check | slack, ns | cells after the start | to
max | -0.17 | 7 | A[2]
min | 0.82 | 4 | A[1]
==> where the power goes <==
group,internal (mW),switching [mW]
sequential,0,0
clock,0,0
combinational,0.112,0.0862
==> per-stage QoR <==
stage	setup WS [ns]	setup TNS, ns
after floorplan	0.130	0
after global placement	-1.04	-6.39
after detailed placement	-1.08	-6.49
after CTS	-0.167	-0.995
after global routing	-0.228	-1.26
final	-0.172	-0.949
==> logic make-up (layout without fill, tap and decap cells) <==
family | count (synthesis) | after routing
buffers and inverters | 5 | 25
AOI/OAI and AO/OA | 11 | 11
and+or+nand+nor | 3 | 3
xor gates and xnor gates | 1 | 1
adders and majority gates | 6 | 6
==> cells in the mapped netlist (all sizes together) <==
| cell | n | area, um2 |
|---|---|---|
| nor2 | 1 | 3.75 |
| ha | 6 | 75.1 |
| nand2 | 1 | 3.75 |
| a21o | 1 | 7.51 |
| nor2b | 1 | 13.8 |
| a21oi | 2 | 13.8 |
| xnor2 | 1 | 8.76 |
| inv | 5 | 18.8 |
| a22o | 1 | 8.76 |
| o21ai | 5 | 28.8 |
| o22ai | 2 | 18.8 |
==> layout by cell type (no fill, tap or decap), drive strengths merged <==
cell type and n:
o22ai 2, nor2 1, a21oi 2, a21o 1
dlygate4sd2 1, ha 6, nor2b 1, a22o 1
xnor2 1, buf 19, nand2 1, o21ai 5
inv 5
==> layout make-up <==
| class | instances | area, um2 |
|---|---|---|
| Timing Repair Buffer | 20 | 169 |
| Multi-Input combinational cell | 21 | 274 |
| Inverter | 5 | 26.3 |
| Fill cell | 388 | 2890 |
| Tap cell | 46 | 57.6 |
==> timing repair <==
action,in CTS,in global routing
buffers inserted,4,0
endpoints found under the setup margin,7,7
gates resized,71,0
pin swaps,10,2
gates cloned,0,0
==> layer usage <==
layer	share of wire (%)	vias to the layer above	routed length [um]	global-route usage (%)
met3	12	0	97	0.909
met5	0	-	0	0
met4	0	0	0	0
met2	36	9	289	3.29
li1	-	132	-	-
met1	52	112	424	3.63
Power figures rest on the tool's default switching activity, not on a simulated workload.
